===== /design/flow/config.mk =====
export PLATFORM = sky130hd
export DESIGN_NAME = divider_unsigned
export DESIGN_NICKNAME = divider_unsigned
export VERILOG_FILES = /design/flow/design.v
export SDC_FILE = /design/flow/constraint.sdc
export NUM_CORES = 4
export LEC_CHECK = 1
export CORE_UTILIZATION = 40

===== /design/flow/constraint.sdc =====
current_design divider_unsigned

set clk_period 208.8
set clk_io_pct 0.2

create_clock -name clk0 -period $clk_period

set non_clock_inputs [all_inputs -no_clocks]
set_input_delay [expr $clk_period * $clk_io_pct] -clock clk0 $non_clock_inputs
set_output_delay [expr $clk_period * $clk_io_pct] -clock clk0 [all_outputs]

===== /design/flow/design.v =====
`timescale 1ns / 1ns
module divider_unsigned (
    input  wire [31:0] i_dividend,
    input  wire [31:0] i_divisor,
    output wire [31:0] o_remainder,
    output wire [31:0] o_quotient
);
    wire [31:0] remainders[33];
    wire [31:0] quotients[33];
    wire [31:0] dividends[33];
    assign remainders[0] = 32'b0;
    assign quotients[0] = 32'b0;
    assign dividends[0] = i_dividend;
    genvar i;
    for(i = 1; i < 33; i = i + 1) begin
        divu_1iter iter(
		.i_dividend(dividends[i - 1]), 
		.i_divisor(i_divisor),
		.i_remainder(remainders[i - 1]), 
		.i_quotient(quotients[i - 1]),
		.o_dividend(dividends[i]), 
		.o_remainder(remainders[i]),
		.o_quotient(quotients[i])
	);
    end
    assign o_remainder = remainders[32];
    assign o_quotient = quotients[32];
endmodule
module divu_1iter (
    input  wire [31:0] i_dividend,
    input  wire [31:0] i_divisor,
    input  wire [31:0] i_remainder,
    input  wire [31:0] i_quotient,
    output wire [31:0] o_dividend,
    output wire [31:0] o_remainder,
    output wire [31:0] o_quotient
);
    wire [31:0] remainder = (i_remainder << 1) | ((i_dividend >> 31) & 32'b1);
    wire lt = remainder < i_divisor;
    assign o_remainder = lt ? remainder : remainder - i_divisor;
    assign o_quotient = lt ? i_quotient << 1 : (i_quotient << 1) | 32'b1;
    assign o_dividend = i_dividend << 1;
endmodule

===== /design/flow/run.sh =====
#!/bin/bash
# OpenROAD 26Q1-2900-gdf79404cd8, Yosys 0.63+post, stock flow scripts
make -C /OpenROAD-flow-scripts/flow DESIGN_CONFIG=/design/flow/config.mk WORK_HOME=/design/flow/orfs finish

==> impl_metrics.py <==
# Generated from Yosys and OpenROAD reports
metrics = {
    "status": {
        "status": "finished clean",
    },
    "final_timing": {
        "maxSlewViolCount": 0,
        "hold_viol": 0,
        "finalClockPeriodUsage_pct": 94.3,
        "slew_headroom_pct": 9.34,
        "finalCriticalPeriod_ps": 196930,
        "rsz0062_at_grt": "no",
        "tightest_slew_ps": 1340,
        "max_freq_ghz": 0.00508,
        "final-setup-viol-count": 0,
        "setup_tns_ps": 0,
        "fin_hold_ws_ps": 84500,
    },
    "yosys": {
        "mux_area_share_pct": 2.88,
        "top_cells_by_area": "ha_1 (21%), a21oi_1 (6.8%), xnor2_1 (6.6%)",
        "top_area_cell": "ha_1",
        "synth.yosys.seq_area_share_pct": 0,
        "yosys_warnings": 1,
        "ys_sh_aoi_pct": 36.2,
        "ys_cells": 8863,
        "synth_chip_area_um2": 59300,
        "adder_share_pct": 22.0,
        "syn_inst": 8863,
        "common_cells": "ha_1 (994), nand2_1 (974), nor2_1 (859)",
        "synthTopLogicFamily": "AND-OR/OR-AND gates",
        "most_common_cell": "ha_1",
        "synth-simple-area-share_pct": 24.3,
        "netlist.area_leader.share_pct": 21.0,
        "avgSynthCellArea_um2": 6.70,
        "xor_share_pct": 10.4,
        "yosysUniqueCellTypes": 112,
        "netlist_area_um2": 59300,
    },
    "clock_tree": {
        "cts_setup_buffers": 0,
        "cts_resized": 0,
        "cts_hold_buffers": 0,
    },
    "pwr": {
        "internal-power_mw": 316,
        "power_density_nw_per_um2": 12100,
        "p_sw_share_pct": 58.9,
        "p_sw_mw": 452,
        "total_power_mw": 768,
        "leakagePower_nw": 29.7,
        "peakVddDrop_mv": 9.29,
    },
    "finish": {
        "seq_area_um2": 0,
        "area_growth_pct": 7.17,
        "flops": 0,
        "drive_gt1_share_pct": 5.81,
        "stdcell_count": 10900,
        "fill_cells": 15100,
        "clockBufferCount": 0,
        "stdcell_area_um2": 63600,
    },
    "floorplan": {
        "fp.dieArea_um2": 150000,
        "io_pins": 128,
        "die_h_um": 387,
        "fp_util_pct": 40.5,
        "num_rows": 140,
        "core_area_um2": 146000,
        "die_w_um": 387,
    },
    "grt": {
        "grt_pass1_wl_mm": 398,
        "gr-usage-all-layers_pct": 35.1,
        "antenna_found_initial": 6,
        "grt_overflow": 0,
        "grt_pass1_vias": 62300,
        "grt_max_degree": 52,
    },
    "routing": {
        "wl_mm": 271,
        "firstDrtPassIters": 8,
        "vias": 68900,
        "antenna_left": 0,
        "drt_iter0_markers": 6830,
        "wl_per_cell_um": 24.9,
        "viasPerCell": 6.34,
        "drc": 0,
    },
    "placement": {
        "hpwlAfterDp_mm": 218,
        "place.gp.congestion": 1.09,
        "io_buffers": 128,
        "place_inst": 10900,
        "placed_area_um2": 63600,
    },
    "critical_path": {
        "critPathBufInv": 65,
        "cpPeakStageDelay_ps": 1060,
        "crit_family": "AND-OR/OR-AND gates",
        "setup.worst_path.class": "in -> out",
        "cp-end-kind": "output port",
        "slowest_stage": "a2111oi_0",
        "critPathRequiredTime_ps": 167040,
        "startpoint_type": "primary input",
        "crit_fanout": 44,
        "arrival_ps": 155170,
        "crit_cells": 397,
    },
    "job": {
        "warning_count": 32,
        "drv_cap": 0,
    },
    "worst_hold_path": {
        "holdCritPathClass": "in -> out",
        "hold_path_depth": 4,
    },
}
cell type report:
| cell class | instances | area, um2 | area share [%] |
|---|---|---|---|
| well taps | 1917 | 2400 | 3.77 |
| repair buffers | 306 | 2620 | 4.12 |
| multi-input cells | 8227 | 57000 | 89.6 |
| inverters | 418 | 1570 | 2.47 |
| diodes | 3 | 7.51 | 0.0118 |
cells in the final DEF, fill, tap and decap left out, drive strengths merged, types with 50 or more instances in the layout:
cell type / Yosys / final
ha: 994 / 994
nand2: 975 / 975
nor2: 863 / 863
a21oi: 810 / 810
o21ai: 658 / 658
xnor2: 446 / 446
inv: 415 / 415
a21o: 396 / 396
xor2: 260 / 260
o21a: 239 / 239
nor3: 227 / 227
nand3: 189 / 189
buf: 93 / 180
nand2b: 170 / 170
clkdlybuf4s50: 0 / 126
a31oi: 124 / 124
nor2b: 109 / 109
a211oi: 108 / 108
mux2: 106 / 106
o21bai: 96 / 96
and3: 93 / 93
o211ai: 91 / 91
or3: 89 / 89
and2: 83 / 83
o31ai: 78 / 78
or2: 67 / 67
nand4: 65 / 65
a21boi: 58 / 58
mux2i: 51 / 51
nor4: 50 / 50
path summary, 6_finish.rpt:
kind / end / start
worst max-delay path: o_remainder[30] / i_divisor[16]
worst min-delay path: o_remainder[0] / i_dividend[0]
cells by family after synthesis:
| family | Yosys count |
|---|---|
| other cells | 1 |
| mux | 157 |
| compound gates | 3240 |
| xor+xnor | 706 |
| simple gates | 3084 |
| fa+ha+maj | 1025 |
| buf+inv | 650 |
tightest hold or removal path, stage by stage:
cell and delay [ps]:
clkdlybuf4s50_1 430, nor2_1 110, a21oi_1 40, clkdlybuf4s50_1 400
power groups by stage:
stage         logic, mW  clock network, mW  registers, mW
global route        800                  0              0
CTS                 780                  0              0
per-stage QoR:
step / utilization (%) / setup WS, ps
after floorplan: - / 34160
after global placement: 43.4 / 15840
after detailed placement: 43.4 / 15030
after CTS: 43.4 / 14630
after global routing: 43.4 / 5420
final: 43.4 / 11870
routing by layer:
metal  track usage (%)  vias up  wire [um]
met5                 0        -         27
met4              13.4        4      13200
met3              5.73      577      24000
met2              53.5     3065     115000
met1              49.3    32000     118000
li1                  -    33200          -
Power is estimated from default activity; no workload was simulated.
