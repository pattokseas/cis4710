==> flow/design.v <==
`timescale 1ns / 1ps
module gp1(input wire a, b,
           output wire g, p);
   assign g = a & b;
   assign p = a | b;
endmodule
module gpN #(parameter N = 2)
    (input wire [N-1:0] gin, pin, input wire cin,
    output wire gout, pout, output wire [N-2:0] cout);
    if(N == 2) begin : base_case  
        assign gout = gin[1] | pin[1] & gin[0];   
	assign pout = pin[1] & pin[0];		  
	assign cout[0] = gin[0] | pin[0] & cin;   
    end else begin : recursive_case  
        wire low_gout, low_pout; wire [N/2-2:0] low_cout; 
	gpN #(.N(N/2)) low(.gin(gin[N/2-1:0]), .pin(pin[N/2-1:0]),
		           .cin(cin),
			   .gout(low_gout), .pout(low_pout), .cout(low_cout));
	wire low_carry = low_gout | low_pout & cin;
	wire hi_gout, hi_pout; wire [N/2-2:0] hi_cout;
	gpN #(.N(N/2)) hi(.gin(gin[N-1:N/2]), .pin(pin[N-1:N/2]),
		          .cin(low_carry),
			  .gout(hi_gout), .pout(hi_pout), .cout(hi_cout));
        assign gout = hi_gout | hi_pout & low_gout;
	assign pout = hi_pout & low_pout;
	assign cout = {hi_cout, low_carry, low_cout};
    end
endmodule
module gp4(input wire [3:0] gin, pin,
           input wire cin,
           output wire gout, pout,
           output wire [2:0] cout);
    gpN #(.N(4)) gp(.gin(gin), .pin(pin), .cin(cin),
	            .gout(gout), .pout(pout), .cout(cout));
endmodule
module gp8(input wire [7:0] gin, pin,
           input wire cin,
           output wire gout, pout,
           output wire [6:0] cout);
    gpN #(.N(8)) gp(.gin(gin), .pin(pin), .cin(cin),
	            .gout(gout), .pout(pout), .cout(cout));
endmodule
module cla
  (input wire [31:0]  a, b,
   input wire         cin,
   output wire [31:0] sum);
    wire [31:0] g = a & b;
    wire [31:0] p = a ^ b;
    wire gen, prop; wire [30:0] carry;
    gpN #(.N(32)) gp(.gin(g), .pin(p), .cin(cin),
	            .gout(gen), .pout(prop), .cout(carry)); 
    assign sum = p ^ {carry, cin};
endmodule
==> flow/run.sh <==
#!/bin/bash
# OpenROAD 26Q1-2900-gdf79404cd8, Yosys 0.63+post, stock flow scripts
make -C /OpenROAD-flow-scripts/flow DESIGN_CONFIG=/design/flow/config.mk WORK_HOME=/design/flow/orfs finish
==> flow/config.mk <==
export PLATFORM = sky130hd
export DESIGN_NAME = cla
export DESIGN_NICKNAME = cla
export VERILOG_FILES = /design/flow/design.v
export SDC_FILE = /design/flow/constraint.sdc
export NUM_CORES = 4
export LEC_CHECK = 1
export CORE_AREA = 10 10 88 88
export DIE_AREA = 0 0 98 98
==> flow/constraint.sdc <==
current_design cla

set clk_period 10.6
set clk_io_pct 0.2

create_clock -name clk0 -period $clk_period

set non_clock_inputs [all_inputs -no_clocks]
set_input_delay [expr $clk_period * $clk_io_pct] -clock clk0 $non_clock_inputs
set_output_delay [expr $clk_period * $clk_io_pct] -clock clk0 [all_outputs]
==> impl_metrics.toml <==
# implementation run metrics
[power_and_ir_drop]
power_density_mw_per_mm2 = 58.7
p_leak_nw = 1.07
peakVddDrop_uv = 24.2

[floorplan]
rows = 28
chip_area_mm2 = 0.00960
pin_count = 97
fp.dieH_um = 98
die_w_um = 98
fp_util_pct = 23.4
core_area_mm2 = 0.00592

[yosys]
synth.largest_area_cell = "ha_1"
postSynthSeqShare_pct = 0
synth.avg_cell_area_um2 = 8.45
ys_warn_count = 0
yosys_area_mm2 = 0.00139
yosysTopAreaCellShare_pct = 27.1
syn_area_mm2 = 0.00139
yosysUniqueCellTypes = 33
ys_cells = 164
synth_top_cell_by_count = "ha_1"
area_leaders = "ha_1 27%, fa_1 23%, inv_1 6.8%, xnor2_1 5.7%, a21oi_1 5.4%"
netlist_instances = 164
synthTopCellsByCount = "30 x ha_1, 25 x inv_1, 16 x fa_1, 15 x a21oi_1, 12 x nand2_1"

[hold_path]
min_path_type = "primary input to output pin"
whs_endpoint = "sum[31]"
hold_depth = 4
hold_start = "a[31]"

[sta]
tightestPinTransition_ns = 0.353
min_period_ns = 7.21
rsz0062_at_grt = "false"
drv_slew = 0
slew_headroom_pct = 76.2
setup_viol = 0
fmax_mhz = 139
hold_viol = 0
setup_tns_ns = 0
fin_crit_sh_pct = 68.0

[cells_and_area]
flop_area_um2 = 0
n_fill_cell = 618
flops = 0
area_delta_synth_final_pct = 76.9
stdcell_count = 336
logic_area_mm2 = 0.00129
drive_above_1_share_pct = 3.07
clkbuf_count = 0

[routing]
drtIter0Drc = 24
firstDrtPassIters = 4
post_drt_wl_per_cell_um = 12.8
diodes = 0
vias = 1449
finalWirelength_mm = 4.30
vias_per_cell = 4.31
ant_nets = 0
drc = 0

[global_route]
grt_pass1_vias = 1543
antenna_found_initial = 0
grt_max_degree = 7
grt_pass1_wl_mm = 7.21
track_usage_pct = 8.71
gr-total-overflow = 0

[critical_path]
crit_type = "primary input to output pin"
slowest_delay_ns = 0.49
cp-end-kind = "output pin"
cp.arrival_ns = 5.09
worstSetupStartpointType = "primary input"
crit_buf_inv = 2
critPathSlowestCell = "clkdlybuf4s50_1"
crit_chain = "clkdlybuf4s50_1 > ha_1 > nand3_1 > a21oi_2 > nor4_2 > o31ai_2 > a2111oi_1 > or3_1 > fa_1 > xnor2_1 > clkdlybuf4s50_1"
path_max_fanout = 3
crit_path_frequent_cell = "clkdlybuf4s50_1"
crit_family = "buffers and inverters"
required_ns = 8.48

[placement]
place_hpwl_mm = 4.07
gp_congestion = 0.821
portBuffers = 97
dp_cells = 336

[clock_network]
cts_setup_buffers = 0
cts_resized = 0
ctsHoldBuffers = 0

[outcome]
outcome = "complete, no violations"

[flow_run]
maxCapViolCount = 0
warning_count = 32
==> cell type report <==
type / instances / share of cell area (%)
tap: 75 / 3.83
inverter: 25 / 3.83
multi-input combinational: 139 / 52.7
timing repair buffer: 97 / 39.6
==> worst max path at each step <==
stage,startpoint,to,slack (ns),cells after the start
after CTS,a[13],sum[31],3.34,11
after global routing,a[1],sum[10],3.14,11
final,a[1],sum[11],3.39,11
==> worst min-delay path, delay by kind of cell <==
family / cells / cell delay (ns)
buf+inv: 2 / 0.81
xor+xnor: 2 / 0.23
==> power breakdown <==
group,internal (mW),total [mW],switching [mW]
registers,0,0,0
logic,0.0956,0.144,0.0481
clock network,0,0,0
==> cell usage in the layout (no fill, tap or decap) <==
master / n
or3_1: 1
a21oi_2: 2
inv_1: 25
and4_1: 2
and2_1: 1
o21ai_0: 8
and3_1: 3
nor4_2: 1
nand2b_1: 2
a21o_1: 2
or2_2: 1
clkdlybuf4s50_1: 97
a2111oi_1: 1
nor2_1: 8
nand4_1: 1
a41oi_1: 1
xor2_1: 8
a2111oi_2: 1
nor2b_2: 1
nand3_1: 2
o31ai_1: 1
nand2_1: 12
o21ai_1: 1
nor3_1: 2
a21oi_1: 15
o31ai_2: 1
a31oi_2: 1
fa_1: 16
xnor2_1: 9
a22oi_1: 1
o21a_1: 2
a211oi_1: 1
o211ai_1: 1
ha_1: 30
==> routing by layer <==
layer	global-route usage, %	vias up	part of all wire (%)
li1	-	767	-
met1	12.6	618	50
met2	13.0	64	40
met3	3.06	0	9.4
met4	0	0	0
met5	0	-	0
==> metrics by stage <==
step	instance area, um2	total power, mW	utilization (%)	hold WS (ns)	worst slack [ns]
global route	2450	0.164	41.4	5.34	3.14
global placement	2450	0.146	41.4	5.29	3.37
floorplan	1390	0.0516	-	4.35	4.50
detailed placement	2450	0.147	41.4	5.31	3.34
finish	2450	0.144	41.4	5.28	3.39
CTS	2450	0.148	41.4	5.31	3.34
==> cell families after synthesis <==
| logic type | synth area share (%) |
|---|---|
| compound gates | 18.5 |
| xor+xnor | 10.8 |
| buf+inv | 6.78 |
| fa+ha+maj | 50.2 |
| simple gates | 13.7 |
No activity file was given, so power comes from the tool's default toggle rates.
